$ cat design/flow/run.sh
#!/bin/bash
# OpenROAD 26Q1-2900-gdf79404cd8, Yosys 0.63+post, stock flow scripts
make -C /OpenROAD-flow-scripts/flow DESIGN_CONFIG=/design/flow/config.mk WORK_HOME=/design/flow/orfs finish
$ cat design/flow/config.mk
export PLATFORM = sky130hd
export DESIGN_NAME = matmul_unsigned_helper
export DESIGN_NICKNAME = matmul_unsigned_helper
export VERILOG_FILES = /design/flow/design.v
export SDC_FILE = /design/flow/constraint.sdc
export NUM_CORES = 4
export LEC_CHECK = 1
export CORE_UTILIZATION = 30
$ cat design/flow/constraint.sdc
current_design matmul_unsigned_helper

set clk_period 2.6
set clk_io_pct 0.2

create_clock -name clk0 -period $clk_period [get_ports {clk}]

set non_clock_inputs [all_inputs -no_clocks]
set_input_delay [expr $clk_period * $clk_io_pct] -clock clk0 $non_clock_inputs
set_output_delay [expr $clk_period * $clk_io_pct] -clock clk0 [all_outputs]
$ cat design/flow/design.v
`timescale 1ns / 1ps
module matmul_unsigned_helper(
	input wire clk,
	input wire rst,
	input wire trigger,
	input wire cds,
	input wire reset,
	input wire [2:0] num_bits,
	input wire [4:0] pulse_multiplier,
	output reg idle,
	input wire neuron_idle,
	input wire spi_idle,
	output reg neuron_sample_trigger,
	output reg neuron_cds_trigger,
	output reg spi_write_trigger,
	output reg turn_off_inference,
	output reg ext_inference_enable,
	output reg [7:0] num_pulses,
	output reg reg_reset
	);
reg [3:0] state, next_state;
reg [7:0] next_num_pulses;
reg [3:0] cycle_counter, next_cycle_counter;
reg [3:0] clk_counter, next_clk_counter;
parameter [3:0] STATE_IDLE = 4'd0;
parameter [3:0] STATE_EXT_INF_ON = 4'd1;
parameter [3:0] STATE_INF_MODE_OFF = 4'd2;
parameter [3:0] STATE_SPI_TRIG = 4'd3;
parameter [3:0] STATE_SPI_WAIT = 4'd4;
parameter [3:0] STATE_INF_MODE_ON = 4'd5;
parameter [3:0] STATE_EXT_INF_OFF = 4'd6;
parameter [3:0] STATE_CDS_TRIG = 4'd7;
parameter [3:0] STATE_CDS_WAIT = 4'd8;
parameter [3:0] STATE_SAMPLE_TRIG = 4'd9;
parameter [3:0] STATE_SAMPLE_WAIT = 4'd10;
parameter [3:0] STATE_CYCLE_DONE = 4'd11;
always @(posedge clk, posedge rst) begin
	if (rst) begin
		state <= STATE_IDLE;
		idle <= 0;
		neuron_sample_trigger <= 0;
		neuron_cds_trigger <= 0;
		spi_write_trigger <= 0;
		turn_off_inference <= 0;
		ext_inference_enable <= 0;
		reg_reset <= 0;
		num_pulses <= 0;
		cycle_counter <= 0;
		clk_counter <= 0;
	end else begin
		state <= next_state;
		num_pulses <= next_num_pulses;
		cycle_counter <= next_cycle_counter;
		clk_counter <= next_clk_counter;
		case (state)
			STATE_IDLE: begin
				idle <= 1;
				neuron_sample_trigger <= 0;
				neuron_cds_trigger <= 0;
				spi_write_trigger <= 0;
				turn_off_inference <= 0;
				ext_inference_enable <= 0;
				reg_reset <= 0;
			end
			STATE_EXT_INF_ON: begin
				idle <= 0;
				neuron_sample_trigger <= 0;
				neuron_cds_trigger <= 0;
				spi_write_trigger <= 0;
				turn_off_inference <= 0;
				ext_inference_enable <= 1;
				reg_reset <= 0;
			end
			STATE_INF_MODE_OFF: begin
				idle <= 0;
				neuron_sample_trigger <= 0;
				neuron_cds_trigger <= 0;
				spi_write_trigger <= 0;
				turn_off_inference <= 1;
				ext_inference_enable <= 1;
				reg_reset <= 0;
			end
			STATE_SPI_TRIG: begin
				idle <= 0;
				neuron_sample_trigger <= 0;
				neuron_cds_trigger <= 0;
				spi_write_trigger <= 1;
				turn_off_inference <= 1;
				ext_inference_enable <= 1;
				reg_reset <= 0;
			end
			STATE_SPI_WAIT: begin
				idle <= 0;
				neuron_sample_trigger <= 0;
				neuron_cds_trigger <= 0;
				spi_write_trigger <= 0;
				turn_off_inference <= 1;
				ext_inference_enable <= 1;
				reg_reset <= 0;
			end
			STATE_INF_MODE_ON: begin
				idle <= 0;
				neuron_sample_trigger <= 0;
				neuron_cds_trigger <= 0;
				spi_write_trigger <= 0;
				turn_off_inference <= 0;
				ext_inference_enable <= 1;
				reg_reset <= 0;
			end
			STATE_EXT_INF_OFF: begin
				idle <= 0;
				neuron_sample_trigger <= 0;
				neuron_cds_trigger <= 0;
				spi_write_trigger <= 0;
				turn_off_inference <= 0;
				ext_inference_enable <= 0;
				reg_reset <= 0;
			end
			STATE_CDS_TRIG: begin
				idle <= 0;
				neuron_sample_trigger <= 0;
				neuron_cds_trigger <= 1;
				spi_write_trigger <= 0;
				turn_off_inference <= 0;
				ext_inference_enable <= 0;
				reg_reset <= 0;
			end
			STATE_CDS_WAIT: begin
				idle <= 0;
				neuron_sample_trigger <= 0;
				neuron_cds_trigger <= 0;
				spi_write_trigger <= 0;
				turn_off_inference <= 0;
				ext_inference_enable <= 0;
				reg_reset <= 0;
			end
			STATE_SAMPLE_TRIG: begin
				idle <= 0;
				neuron_sample_trigger <= 1;
				neuron_cds_trigger <= 0;
				spi_write_trigger <= 0;
				turn_off_inference <= 0;
				ext_inference_enable <= 0;
				reg_reset <= 0;
			end
			STATE_SAMPLE_WAIT: begin
				idle <= 0;
				neuron_sample_trigger <= 0;
				neuron_cds_trigger <= 0;
				spi_write_trigger <= 0;
				turn_off_inference <= 0;
				ext_inference_enable <= 0;
				reg_reset <= 0;
			end
			STATE_CYCLE_DONE: begin
				idle <= 0;
				neuron_sample_trigger <= 0;
				neuron_cds_trigger <= 0;
				spi_write_trigger <= 0;
				turn_off_inference <= 0;
				ext_inference_enable <= 0;
				reg_reset <= reset;
			end
			default: begin
				idle <= 0;
				neuron_sample_trigger <= 0;
				neuron_cds_trigger <= 0;
				spi_write_trigger <= 0;
				turn_off_inference <= 0;
				ext_inference_enable <= 0;
				reg_reset <= 0;
			end
		endcase
	end
end
always @(*) begin
	case (state)
		STATE_IDLE: begin
			next_num_pulses = pulse_multiplier;
			next_cycle_counter = 0;
			next_clk_counter = 0;
			if (trigger) next_state = STATE_EXT_INF_ON;
			else next_state = STATE_IDLE;
		end
		STATE_EXT_INF_ON: begin
			next_num_pulses = num_pulses;
			next_cycle_counter = cycle_counter;
			next_clk_counter = 0;
			next_state = STATE_INF_MODE_OFF;
		end
		STATE_INF_MODE_OFF: begin
			next_num_pulses = num_pulses;
			next_cycle_counter = cycle_counter;
			next_clk_counter = 0;
			if (spi_idle) next_state = STATE_SPI_TRIG;
			else next_state = STATE_INF_MODE_OFF;
		end
		STATE_SPI_TRIG: begin
			next_num_pulses = num_pulses;
			next_cycle_counter = cycle_counter;
			next_clk_counter = clk_counter + 1;
			if (clk_counter == 3) next_state = STATE_SPI_WAIT;
			else next_state = STATE_SPI_TRIG;
		end
		STATE_SPI_WAIT: begin
			next_num_pulses = num_pulses;
			next_cycle_counter = cycle_counter;
			next_clk_counter = 0;
			if (spi_idle) next_state = STATE_INF_MODE_ON;
			else next_state = STATE_SPI_WAIT;
		end
		STATE_INF_MODE_ON: begin
			next_num_pulses = num_pulses;
			next_cycle_counter = cycle_counter;
			next_clk_counter = 0;
			next_state = STATE_EXT_INF_OFF;
		end
		STATE_EXT_INF_OFF: begin
			next_num_pulses = num_pulses;
			next_cycle_counter = cycle_counter;
			next_clk_counter = 0;
			if (neuron_idle) begin
				if (cds && (cycle_counter == 0)) next_state = STATE_CDS_TRIG;
				else next_state = STATE_SAMPLE_TRIG;
			end else begin
				next_state = STATE_EXT_INF_OFF;
			end
		end
		STATE_CDS_TRIG: begin
			next_num_pulses = num_pulses;
			next_cycle_counter = cycle_counter;
			next_clk_counter = clk_counter + 1;
			if (clk_counter == 3) next_state = STATE_CDS_WAIT;
			else next_state = STATE_CDS_TRIG;
		end
		STATE_CDS_WAIT: begin
			next_num_pulses = num_pulses;
			next_cycle_counter = cycle_counter;
			next_clk_counter = 0;
			if (neuron_idle) next_state = STATE_SAMPLE_TRIG;
			else next_state = STATE_CDS_WAIT;
		end
		STATE_SAMPLE_TRIG: begin
			next_num_pulses = num_pulses;
			next_cycle_counter = cycle_counter;
			next_clk_counter = clk_counter + 1;
			if (clk_counter == 3) next_state = STATE_SAMPLE_WAIT;
			else next_state = STATE_SAMPLE_TRIG;
		end
		STATE_SAMPLE_WAIT: begin
			next_num_pulses = num_pulses;
			next_cycle_counter = cycle_counter;
			next_clk_counter = 0;
			if (neuron_idle) begin
				next_state = STATE_CYCLE_DONE;
			end else begin
				next_state = STATE_SAMPLE_WAIT;
			end
		end
		STATE_CYCLE_DONE: begin
			next_cycle_counter = cycle_counter + 1;
			next_clk_counter = 0;
			if (cycle_counter[0] == 1) begin
				next_num_pulses = num_pulses << 1;
				if (cycle_counter[3:1] == num_bits) next_state = STATE_IDLE;
				else next_state = STATE_EXT_INF_ON;
			end else begin
				next_num_pulses = num_pulses;
				next_state = STATE_EXT_INF_ON;
			end
		end
		default: begin
			next_num_pulses = 0;
			next_cycle_counter = 0;
			next_clk_counter = 0;
			next_state = STATE_IDLE;
		end
	endcase
end
endmodule
==> results_dict.tcl <==
# collected from the flow reports
set metrics [dict create \
    yosysUniqueCellTypes 30 \
    slowest_delay_ns 0.45 \
    timing.final.crit_share_pct 69.0 \
    slew_headroom_pct 63.8 \
    synth_largest_type_area_fraction_pct 58.0 \
    sinks_on_clock_net 35 \
    horizontal_die_dimension_um 71.9 \
    grt_setup_unrepaired "no" \
    vias 1019 \
    antennaDiodeCount 0 \
    gp_congestion 0.818 \
    chip_area_mm2 0.00517 \
    p_leak_nw 0.876 \
    worst_path_max_delay_cell "dfrtp_1" \
    yosys-stat-cells 128 \
    ys_top_cells_by_count "34 x dfrtp_1, 18 x nand2_1, 9 x inv_1, 8 x a22o_1" \
    bufs_on_longest_clock_path 2 \
    avgRoutedWirePerCell_um 11.7 \
    setup_slack_reg_to_reg_ns 0.81 \
    cts_resized 0 \
    setup_violations 0 \
    crit_fanout 13 \
    cp-startpoint "state[9]" \
    power.ir.vdd_worst_mv 0.290 \
    cts_tree "done" \
    final-seq-area_um2 877 \
    timing.fmax_mhz 557 \
    global_route.usage.total_pct 11.4 \
    worstMarginPinSlew_ns 0.539 \
    compound_share_synth_pct 9.47 \
    syn_inst 128 \
    ant_nets 0 \
    post_synthesis_share_of_cell_area_spent_on_full_adders_half_adders_and_majority_gates_pct 2.56 \
    yosysMostFrequentCell "dfrtp_1" \
    synthFlopType "dfrtp_1" \
    max_cap_viol_count 0 \
    main_logic_family_after_synthesis "simple AND/OR/NAND/NOR gates" \
    synthesis.yosys.warnings 1 \
    number_of_enable_type_register_cells_in_the_synthesized_netlist 0 \
    vias_in_the_first_global_route 978 \
    numSynthFlops 35 \
    timing.hold.worst.class "flip-flop to flip-flop" \
    worstPathCellList "nor3_4, nand4_2, nor2_4, mux2_1" \
    die.size.y_um 71.9 \
    synthMuxAreaShare_pct 5.20 \
    initialDrtViolationCount 56 \
    cp.required_ns 2.76 \
    htreeDepth 2 \
    antenna_found_initial 0 \
    overall_overflow_remaining_after_global_route 0 \
    grt_pass1_wl_um 4450 \
    cp-endpoint "num_pulses[4]" \
    path_class "flip-flop to flip-flop" \
    maximum_number_of_pins_on_one_net_before_global_route_repair 36 \
    core_area_mm2 0.00472 \
    drive_above_1_share_pct 7.41 \
    postSynth.asyncResetShare_pct 100 \
    ys_seq_share_pct 59.8 \
    worst_setup_hold_path_clk_slew_ns 0.07 \
    post-dp-hpwl_um 1880 \
    insertion_delay_ns 0.28 \
    cts_setup_buffers 0 \
    log.warning_count 26 \
    setup-tns-final_ns 0 \
    fin_worst_skew_ns 0.00461 \
    finalCriticalPeriod_ns 1.79 \
    post_synth_instance_area_mm2 0.00147 \
    synth-simple-area-share_pct 16.8 \
    worst_r2r_path_depth 4 \
    run_status "complete, no violations" \
    synthXorXnorAreaFrac_pct 2.99 \
    multi_input_comb_area_um2 543 \
    critical_path_arrival_ns 1.96 \
    route.detailed.drc 0 \
    p_total_w 0.00159 \
    cp-start-kind "flip-flop" \
    post_synth.cell_area_avg_um2 11.5 \
    ys_area_mm2 0.00147 \
    floorplan.core_util_pct 31.0 \
    route.detailed.vias_per_inst 4.45 \
    number_of_cell_rows 25 \
    power.density_mw_per_mm2 820 \
    critical_path.reg2reg.startpoint "state[9]" \
    io_pins 30 \
    timing_max_transition_violations_final 0 \
    tritoncts.num_buffers 5 \
    detailedRoute.firstPassIterationCount 4 \
    fillerInstances 432 \
    synth_top_cell_by_area "dfrtp_1" \
    capturing_element_type_of_the_critical_path "flip-flop" \
    syn_to_final_growth_pct 32.2 \
    report.final.hold_viol_count 0 \
    critical_path.reg2reg.endpoint "num_pulses[4]" \
    hold_fix_buffers_at_cts 0 \
    topCellsByArea "dfrtp_1 58%, a22o_1 4.8%, nand2_1 4.6%" \
    cts_root_buffer "clkbuf_8" \
    number_of_instances_on_the_worst_hold_path 1 \
    wirelength_um 2680 \
    placement.io_buffers 29 \
]
## how the worst min path moves through the flow
stage	startpoint	endpoint	slack, ns
global route	clk_counter[0]	clk_counter[0]	0.47
finish	state[6]	state[3]	0.46
CTS	state[11]	neuron_cds_trigger	0.46
## metrics by stage
step | area [um^2] | utilization, % | instances | worst slack, ns | hold WS [ns]
final | 1940 | 41.0 | 229 | 0.806 | 0.458
after global routing | 1940 | 41.0 | 229 | 0.660 | 0.473
after CTS | 1940 | 41.0 | 229 | 0.788 | 0.461
after detailed placement | 1840 | 38.9 | 222 | 0.805 | 0.443
after floorplan | 1470 | - | 128 | 1.17 | 0.415
after global placement | 1840 | 38.9 | 222 | 0.873 | 0.452
## flip-flops by register name (all words and copies together) (netlist names)
register,count
clk_counter,4
cycle_counter,4
ext_inference_enable,1
idle,1
neuron_cds_trigger,1
neuron_sample_trigger,1
num_pulses,8
reg_reset,1
spi_write_trigger,1
state,12
turn_off_inference,1
## worst max-delay path: cells and delay by family, from the launching register on
kind	cells	cell delay (ns)
AND/OR/NAND/NOR	3	0.87
multiplexers	1	0.35
flip-flops	1	0.45
## where the power goes
| part | total (W) | internal, W | switching (W) |
|---|---|---|---|
| Combinational | 0.000409 | 0.000208 | 0.000201 |
| Clock | 0.000461 | 0.000281 | 0.000181 |
| Sequential | 0.000720 | 0.000640 | 0.0000795 |
## layout by cell type, fill, tap and decap left out, drive strengths merged, types with 2 or more instances in the layout
cell,n
ha,3
dfrtp,34
nand2,18
nor2,8
mux2i,2
xnor2,4
a21o,2
clkdlybuf4s50,29
o21ai,4
inv,9
o211ai,3
nor3,4
clkbuf,6
mux2,5
a22o,8
and2,4
nand3,7
nand4,2
## cells by family (layout without fill, tap and decap cells)
family | Yosys count | count (layout)
xor gates and xnor gates | 5 | 5
adders and majority gates | 3 | 3
muxes | 7 | 7
AOI/OAI and AO/OA | 19 | 19
buffers and inverters | 12 | 46
and+or+nand+nor | 47 | 47
DFF | 35 | 35
## layout make-up
type / instances / share of cell area [%]
clock buffers: 6 / 3.74
inverters: 9 / 1.74
flip-flops and latches: 35 / 45.3
well taps: 67 / 4.33
multi-input cells: 81 / 28.0
clock inverters: 1 / 1.55
repair buffers: 30 / 15.4
## layer usage
layer | global-route usage, % | share of wire (%)
met4 | 1.96 | 1.2
met2 | 15.0 | 40
met5 | 0 | 0
met1 | 19.1 | 51
met3 | 4.23 | 8.5
Power and IR drop assume default switching activity.
