<file path="design/flow/config.mk">
export PLATFORM = sky130hd
export DESIGN_NAME = auto_ranging
export DESIGN_NICKNAME = auto_ranging
export VERILOG_FILES = /design/flow/design.v
export SDC_FILE = /design/flow/constraint.sdc
export NUM_CORES = 4
export LEC_CHECK = 1
export CORE_UTILIZATION = 50
</file>
<file path="design/flow/constraint.sdc">
current_design auto_ranging

set clk_period 9.5
set clk_io_pct 0.2

create_clock -name clk0 -period $clk_period [get_ports {clk}]

set non_clock_inputs [all_inputs -no_clocks]
set_input_delay [expr $clk_period * $clk_io_pct] -clock clk0 $non_clock_inputs
set_output_delay [expr $clk_period * $clk_io_pct] -clock clk0 [all_outputs]
</file>
<file path="design/flow/run.sh">
#!/bin/bash
# OpenROAD 26Q1-2900-gdf79404cd8, Yosys 0.63+post, stock flow scripts
make -C /OpenROAD-flow-scripts/flow DESIGN_CONFIG=/design/flow/config.mk WORK_HOME=/design/flow/orfs finish
</file>
<file path="design/flow/design.v">
`timescale 1ns / 1ps
module auto_ranging (
	input wire clk,
	input wire rst,
	input wire trigger,
	input wire [15:0] t_shld_init,
	input wire [15:0] t_delta_init,
	input wire [17:0] vref,	
	input wire ack,
	output reg [17:0] dout1,
	output reg [17:0] dout2,
	output reg valid,
	output reg [7:0] iter_count,
	output reg rr_trigger,
	output reg ack_trigger,
	output reg [15:0] t_shld,
	output reg [15:0] t_delta,
	input wire rr_ready,
	input wire [17:0] rr_dout1,
	input wire [17:0] rr_dout2
	);
reg [2:0] state, next_state;
reg [15:0] next_t_shld, next_t_delta;
reg [17:0] next_dout1, next_dout2;
reg [7:0] next_iter_count;
parameter [2:0] STATE_IDLE = 3'd0;
parameter [2:0]	STATE_TRIG = 3'd1;
parameter [2:0]	STATE_WAIT = 3'd2;
parameter [2:0] STATE_ACK = 3'd3;
parameter [2:0] STATE_VALID = 3'd4;
always @(posedge clk, posedge rst) begin
	if (rst) begin
		state <= STATE_IDLE;
		t_shld <= 0;
		t_delta <= 0;
		dout1 <= 0;
		dout2 <= 0;
		iter_count <= 0;
	end else begin
		state <= next_state;
		t_shld <= next_t_shld;
		t_delta <= next_t_delta;
		dout1 <= next_dout1;
		dout2 <= next_dout2;
		iter_count <= next_iter_count;
	end
end
always @(*) begin
	case (state)
		STATE_IDLE: begin
			rr_trigger = 0;
			ack_trigger = 0;
			next_t_shld = t_shld_init;
			next_t_delta = t_delta_init;
			next_dout1 = 0;
			next_dout2 = 0;
			next_iter_count = 0;
			valid = 0;
			if (trigger) begin
				next_state = STATE_TRIG;
			end else begin
				next_state = STATE_IDLE;
			end
		end
		STATE_TRIG: begin
			rr_trigger = 1;
			ack_trigger = 0;
			next_t_shld = t_shld;
			next_t_delta = t_delta;
			next_dout1 = 0;
			next_dout2 = 0;
			next_iter_count = iter_count;
			valid = 0;
			next_state = STATE_WAIT;
		end
		STATE_WAIT: begin
			rr_trigger = 0;
			ack_trigger = 0;
			next_t_shld = t_shld;
			next_t_delta = t_delta;
			next_dout1 = 0;
			next_dout2 = 0;
			next_iter_count = iter_count;
			valid = 0;
			if (rr_ready) begin
				next_dout1 = rr_dout1;
				next_dout2 = rr_dout2;
				next_state = STATE_ACK;
			end else begin
				next_state = STATE_WAIT;
			end
		end
		STATE_ACK: begin
			rr_trigger = 0;
			ack_trigger = 1;
			next_t_shld = t_shld;
			next_t_delta = t_delta;
			next_dout1 = dout1;
			next_dout2 = dout2;
			next_iter_count = iter_count + 1;
			valid = 0;
			if ((t_delta > 10) && (t_delta < 30000)) begin
				if (vref > dout2) begin
					if ((vref/3*2) < dout2) begin
						next_t_shld = t_shld << 1;
						next_t_delta = t_delta << 1;
						next_state = STATE_TRIG;
					end else if ((vref/9) > dout2) begin
						next_t_shld = t_shld >> 1;
						next_t_delta = t_delta >> 1;
						next_state = STATE_TRIG;
					end else begin
						next_state = STATE_VALID;
					end
				end else begin
					if ((vref/3*4) > dout2) begin
						next_t_shld = t_shld << 1;
						next_t_delta = t_delta << 1;
						next_state = STATE_TRIG;
					end else if ((vref/9*17) < dout2) begin
						next_t_shld = t_shld >> 1;
						next_t_delta = t_delta >> 1;
						next_state = STATE_TRIG;
					end else begin
						next_state = STATE_VALID;
					end
				end
			end else begin
				next_state = STATE_VALID;
			end
		end
		STATE_VALID: begin
			rr_trigger = 0;
			ack_trigger = 0;
			next_t_shld = t_shld;
			next_t_delta = t_delta;
			next_dout1 = dout1;
			next_dout2 = dout2;
			next_iter_count = iter_count;
			valid = 1;
			if (ack) next_state = STATE_IDLE;
			else next_state = STATE_VALID;
		end
		default: begin
			rr_trigger = 0;
			ack_trigger = 0;
			next_t_shld = t_shld_init;
			next_t_delta = t_delta_init;
			next_dout1 = 0;
			next_dout2 = 0;
			next_iter_count = 0;
			valid = 0;
			next_state = STATE_IDLE;
		end
	endcase
end
endmodule
</file>
==> changes_impl.md <==
## Implementation

* Total gr overflow at 0
* Unique cell types at roughly 110
* Violated checks: negative setup slack
* VDD IR max at slightly above 0.0002 V
* Slew Viols, Final at 0
* Gate Area at between 0.008 and 0.009 sq mm
* Hold/Removal Path Class: flop to flop
* Rows at between 50 and 60
* Fillers at around 1200
* FF/Latch Area at 0.00203 sq mm
* CTS HTree Levels at 3
* Antenna violations before repair at 0
* PortBufs at around 170
* Fin crit period at between 10 and 15 ns
* Die Y at 144 um
* Critical path's slowest cell: a2111o_1
* Syn avg cell area at approximately 8.3 sq um
* Vias in the first global route at 10700
* Fin crit share at 129%
* Critical Path Start Type: input pin
* Critical path's most frequent cell: o21a_1
* Remaining DRCs at 0
* Status: finished, violations left
* Hold Crit Start: state[0]
* Via count at between 10000 and 15000
* Reg2reg end: t_shld[10]
* Final worst setup slack at -2.73 ns
* Clock transition at path regs at around 0.060 ns
* Setup slack, reg-to-reg at ~4.6 ns
* CTS max path bufs at 2
* Asr flop ratio synth at approximately 100%
* Pwr/cell area at ~300 mW/mm^2
* # diodes at 0
* Commonest flop: dfrtp_1
* Share of cells above drive strength 1 at around a third
* WHS Endpoint: state[0]
* Sum of negative setup slack at -90.97 ns
* WS Path Type: input pin to flop
* Cts bufs inserted at 9
* IO Count at 170
* Tool Warnings at 30
* Count of clock tree sinks at between 80 and 90
* CP arrival at 12.46 ns
* Mapped Cells at roughly 1200
* Via-per-instance ratio at about 5.9
* Final wirelength at around 34 mm
* Maximum clock frequency at between 80 and 90 MHz
* EDFF count, synth at 0
* Die X-Extent at roughly 140 um
* Leakage at 6.99 nW
* Post-synthesis cell area at roughly 0.010 sq mm
* GP Congestion at 0.941
* Worst hold stages at 2
* Max-slew headroom at 43.9%
* Hold Vio Cnt, Final at 0
* Yosys warns at 1
* Reg2reg path depth at 25
* MaxCap Viol Count at 0
* Slew @ Worst Pin at 0.835 ns
* Area Growth Syn to Fin at 57.9%
* Die area at around 0.021 sq mm
* Post-synth regs at just over 80
* Latency at later pin at approximately 0.34 ns
* YS chip area at ~0.010 sq mm
* Util after Layout at roughly four fifths
* DRT Pass-1 Iters at 5
* Global-route wire length before repair at ~53 mm
* Cts-stage hold buffer count at 0
* Post-synth seq share at approximately a fifth
* Ys cells at approximately 1200
* CP Launch Point: vref[14]
* ANT nets after route at 0
* Clock Skews at around 0.012 ns
* WP data required at around 9.7 ns
* Pin count of the biggest net entering global routing at ~70
* Crit end category: flop
* Root buf cell: clkbuf_16
* Reg2Reg Launch Point: dout2[1]
* Max stage delay on crit path at 0.48 ns
* Post-DR wirelength/cell at 17.5 um
* Finish-stage setup viols at 34
* DP Area at ~0.014 sq mm
* Total GRT Usage at around 32%
* Hpwl dp at between 20 and 25 mm
* Core area at about 0.02 sq mm
* CTS tree: done
* Worst Path Max Fanout at 6
* Fp_density at 51.4%
* Finished Cell Area at between 0.015 and 0.02 sq mm
* RSZ-0062 raised after global routing: true
* Initial drt markers at between 600 and 700
routing by layer:
layer  share of wire (%)  vias up  global-route usage [%]
met2                  44      365                    48.6
met1                  48     5523                    50.5
met4                 1.6        0                    4.70
li1                    -     5572                       -
met5                   0        -                       0
met3                 6.1       56                    5.02
final cells by class:
class / count / share of cell area, %
Multi-Input combinational cell: 998 / 52.3
Timing Repair Buffer: 520 / 29.1
Sequential cell: 81 / 12.8
Tap cell: 265 / 2.09
Clock buffer: 12 / 1.61
Inverter: 61 / 1.50
Clock inverter: 4 / 0.622
where the power goes:
| part | internal, mW | switching, mW | total [mW] |
|---|---|---|---|
| Sequential | 0.453 | 0.128 | 0.581 |
| Clock | 0.272 | 0.139 | 0.411 |
| Combinational | 2.02 | 1.65 | 3.67 |
| Total | 2.74 | 1.91 | 4.66 |
per-stage QoR:
step	cells	hold slack (ns)	power [mW]	setup WS, ns
2_1_floorplan	1211	0.442	2.62	-2.60
3_3_place_gp	1847	0.472	3.71	-3.57
3_5_place_dp	1847	0.482	3.74	-3.63
4_1_cts	1924	0.491	4.52	-2.60
5_1_grt	1941	0.522	5.06	-3.20
6_report	1941	0.496	4.66	-2.73
critical path: cells and delay by family:
kind,cells,cell delay [ns]
fa+ha+maj,3,0.67
xor+xnor,1,0.12
simple gates,10,1.36
buf+inv,11,1.54
mux,2,0.55
compound gates,34,6.31
sequential cells by signal, summed over array words and instances (netlist names):
name and count:
dout1 18, t_delta 16, dout2 18, state 5
t_shld 16, iter_count 8
how the worst max path moves through the flow:
| stage | end | slack (ns) | cells past startpoint |
|---|---|---|---|
| after global routing | t_shld[0] | -3.20 | 62 |
| after CTS | t_shld[0] | -2.60 | 58 |
| final | t_shld[10] | -2.73 | 61 |
repair_timing:
action / CTS / global route
buffers inserted: 56 / 16
setup endpoints to repair: 34 / 34
pin swaps: 74 / 32
gates resized: 177 / 47
gates cloned: 7 / 1
Yosys cell counts, types with 10 or more instances:
cell type / instances / area, sq um
o211ai_1: 14 / 105
mux2i_1: 36 / 360
nor3_1: 32 / 160
clkbuf_1: 49 / 184
and2_1: 10 / 62.6
inv_1: 53 / 199
a21oi_1: 93 / 465
nand2b_1: 13 / 81.3
ha_1: 106 / 1330
nand3_1: 25 / 125
a211oi_1: 19 / 143
a22o_1: 44 / 385
xor2_1: 11 / 96.3
dfrtp_1: 80 / 2000
o21ai_0: 61 / 305
mux2_2: 37 / 417
nand2_1: 67 / 251
nand4_1: 20 / 125
a21o_1: 25 / 188
buf_2: 14 / 70.1
o21a_1: 41 / 308
a31oi_1: 12 / 75.1
xnor2_1: 16 / 140
o21bai_1: 10 / 75.1
nor2_1: 94 / 353
cell usage in the layout (no fill, tap or decap), types with 41 or more instances in the layout:
cell	netlist	routed
dfrtp_1	80	79
o21ai_0	61	56
a22o_1	44	42
nor2_1	94	82
buf_4	4	316
ha_1	106	102
o21a_1	41	41
inv_1	53	49
nand2_1	67	62
a21oi_1	93	81
clkdlybuf4s50_1	0	163
cell families after synthesis:
logic type	Yosys count	synth area share, %
buf+inv	132	5.72
fa+ha+maj	113	14.0
simple gates	331	16.8
mux	73	7.72
flops	81	20.2
xor+xnor	28	2.51
compound gates	453	33.1
Power is estimated from default activity; no workload was simulated.
